==> /design/flow/design.v <==
module dual_port_ram #(
    parameter DATA_WIDTH = 8,     
    parameter ADDR_WIDTH = 10      
)(
    input  wire                   clk,       
    input  wire                   we_a,      
    input  wire [ADDR_WIDTH-1:0]  addr_a,    
    input  wire [DATA_WIDTH-1:0]  din_a,     
    output reg  [DATA_WIDTH-1:0]  dout_a,    
    input  wire                   we_b,      
    input  wire [ADDR_WIDTH-1:0]  addr_b,    
    input  wire [DATA_WIDTH-1:0]  din_b,     
    output reg  [DATA_WIDTH-1:0]  dout_b     
);
    reg [DATA_WIDTH-1:0] mem [0:(1<<ADDR_WIDTH)-1];
    always @(posedge clk) begin
        if (we_a) begin
            mem[addr_a] <= din_a;     
        end else 
            dout_a <= mem[addr_a];        
        if (we_b) begin
            mem[addr_b] <= din_b;     
        end else 
            dout_b <= mem[addr_b];        
    end
endmodule
`default_nettype none
module sd1306
#(
  parameter STARTUP_WAIT = 32'd10000000
)
(
    input wire clk,
    output wire ioSclk,
    output wire ioSdin,
    output wire ioCs,
    output wire ioDc,
    output wire ioReset,
    input wire pixel,
    input wire [6:0] x,
    input wire [5:0] y,
    input wire pixel_we,
    output reg [1:0] pixel_state
);
  localparam STATE_INIT_POWER = 3'b000;
  localparam STATE_LOAD_INIT_CMD = 3'b001;
  localparam STATE_SEND = 3'b010;
  localparam STATE_CHECK_FINISHED_INIT = 3'b011;
  localparam STATE_LOAD_DATA = 3'b100;
  reg [32:0] counter = 0;
  reg [2:0]  state = 0;
  localparam STATE_PIXEL_IDLE   = 2'b00;
  localparam STATE_PIXEL_READ   = 2'b01;
  localparam STATE_PIXEL_WRITE  = 2'b10;
  reg dc = 1;
  reg sclk = 1;
  reg sdin = 0;
  reg reset = 1;
  reg cs = 0;
  reg [7:0] dataToSend = 0;  
  reg [3:0] bitNumber = 0;  
  reg porta_we = 0;    
  reg [9:0] porta_addr = 0;
  reg [7:0] porta_din;
  wire [7:0] porta_dout;
  reg portb_we = 0;
  reg [9:0] portb_addr;
  reg [7:0] portb_din;
  wire [7:0] portb_dout;
  reg [7:0] pixelmemvalue;
dual_port_ram #(
    .DATA_WIDTH(8),
    .ADDR_WIDTH(10)
) screenBufferRAM (
    .clk(clk),
    .we_a(porta_we),
    .addr_a(porta_addr),   
    .din_a(portb_din),     
    .dout_a(porta_dout),    
    .we_b(portb_we),
    .addr_b(portb_addr),   
    .din_b(portb_din),     
    .dout_b(portb_dout)     
);
  localparam SETUP_INSTRUCTIONS = 23;
  reg [(SETUP_INSTRUCTIONS*8)-1:0] startupCommands = {
    8'hAE,   
    8'h81,   
    8'h7F,  
    8'hA6,   
    8'h20,   
    8'h00,  
    8'hC8,   
    8'h40,   
    8'hA1,   
    8'hA8,   
    8'h3f,   
    8'hD3,   
    8'h00,   
    8'hD5,   
    8'h80,   
    8'hD9,   
    8'h22,   
    8'hDB,   
    8'h20,   
    8'h8D,   
    8'h14,   
    8'hA4,   
    8'hAF    
  };
  reg [7:0] commandIndex = SETUP_INSTRUCTIONS * 8;
  assign ioSclk = sclk;
  assign ioSdin = sdin;
  assign ioDc = dc;
  assign ioReset = reset;
  assign ioCs = cs;
  always @(posedge clk) begin
    case (state)
      STATE_INIT_POWER: begin
        counter <= counter + 1;
        if (counter < STARTUP_WAIT*2)
          reset <= 1;
        else if (counter < STARTUP_WAIT * 3)
          reset <= 0;
        else if (counter < STARTUP_WAIT * 4)
          reset <= 1;
        else begin
          state <= STATE_LOAD_INIT_CMD;
          counter <= 32'b0;
        end
      end
      STATE_LOAD_INIT_CMD: begin
        dc <= 0;
        dataToSend <= startupCommands[(commandIndex-1)-:8'd8];
        state <= STATE_SEND;
        bitNumber <= 3'd7;
        cs <= 0;
        commandIndex <= commandIndex - 8'd8;
      end
      STATE_SEND: begin
        if (counter == 32'd0) begin
          sclk <= 0;
          sdin <= dataToSend[bitNumber];
          counter <= 32'd1;
        end
        else begin
          counter <= 32'd0;
          sclk <= 1;
          if (bitNumber == 0)
            state <= STATE_CHECK_FINISHED_INIT;
          else
            bitNumber <= bitNumber - 1;
        end
      end
      STATE_CHECK_FINISHED_INIT: begin
          cs <= 1;
          if (commandIndex == 0) begin
            state <= STATE_LOAD_DATA;
          end
          else
            state <= STATE_LOAD_INIT_CMD; 
            porta_we <= 0;
      end
      STATE_LOAD_DATA: begin
          porta_addr <= porta_addr + 1;
          cs <= 0;
          dc <= 1;
          bitNumber <= 3'd7;
          state <= STATE_SEND;
          dataToSend <= porta_dout;
      end
    endcase
  end
  always @(negedge clk) begin
    if (state == STATE_PIXEL_READ)
        pixelmemvalue <= portb_dout;
  end
  always @(posedge clk) begin
    case (pixel_state)
      STATE_PIXEL_IDLE: begin
        portb_we <= 0;
        if (pixel_we) begin
          pixel_state <= STATE_PIXEL_READ;
          portb_addr <= x + ( (y >> 3) << 7);
        end
      end
      STATE_PIXEL_READ: begin
        pixel_state <= STATE_PIXEL_WRITE;
      end
      STATE_PIXEL_WRITE: begin
        pixel_state <= STATE_PIXEL_IDLE;
        portb_we <= 1;
        if (pixel)
          portb_din <= pixelmemvalue |  (8'b0000_0001 << (y & 8'b0000_0111 ) );
        else
          portb_din <= pixelmemvalue & ~(8'b0000_0001 << (y & 8'b0000_0111 ) );
      end
    endcase
  end
endmodule
module top(
    input wire clk,
    input wire btn1,
    output wire [5:0] led,
    output wire ioSclk,
    output wire ioSdin,
    output wire ioCs,
    output wire ioDc,
    output wire ioReset
);
  reg pixel = 1;
  reg [6:0] x = 0;
  reg [5:0] y = 0;
  reg pixel_we = 0;
  wire [1:0] pixel_state;
  assign led = ~x[5:0];
  reg [32:0] btnBounceCounter = 0;
  localparam BTN_IDLE = 2'b00;
  localparam BTN_STATE_BTN_BOUNCE = 2'b01;
  reg state_btn = BTN_IDLE;
  sd1306 #(.STARTUP_WAIT(32'd10000000)) display (
      .clk(clk),
      .ioSclk(ioSclk),
      .ioSdin(ioSdin),
      .ioCs(ioCs),
      .ioDc(ioDc),
      .ioReset(ioReset),
      .pixel(pixel),
      .x(x),
      .y(y),
      .pixel_we(pixel_we),
      .pixel_state(pixel_state)
  );
    always @(posedge clk) begin
        case (state_btn)
            BTN_IDLE: begin
                pixel_we <= 0;
                if (pixel_state == 2'b00) begin
                    if (btn1 == 0) begin
                        state_btn <= BTN_STATE_BTN_BOUNCE;
                        btnBounceCounter <= 0;
                    end
                end
            end 
            BTN_STATE_BTN_BOUNCE: begin
                if (btnBounceCounter < 1_000_000) begin
                    btnBounceCounter <= btnBounceCounter + 1;
                end else
                    if (btn1 == 1) begin
                            x <= x + 1;
                            y <= y + 1;
                            pixel_we <= 1;
                            state_btn <= BTN_IDLE;
                    end
            end
        endcase
    end
endmodule
==> /design/flow/run.sh <==
#!/bin/bash
# OpenROAD 26Q1-2900-gdf79404cd8, Yosys 0.63+post, stock flow scripts
make -C /OpenROAD-flow-scripts/flow DESIGN_CONFIG=/design/flow/config.mk WORK_HOME=/design/flow/orfs finish
==> /design/flow/config.mk <==
export PLATFORM = sky130hd
export DESIGN_NAME = top
export DESIGN_NICKNAME = top
export VERILOG_FILES = /design/flow/design.v
export SDC_FILE = /design/flow/constraint.sdc
export NUM_CORES = 4
export LEC_CHECK = 1
export CORE_UTILIZATION = 30
export SYNTH_MEMORY_MAX_BITS = 65536
==> /design/flow/constraint.sdc <==
current_design top

set clk_period 1435.2
set clk_io_pct 0.2

create_clock -name clk0 -period $clk_period [get_ports {clk}]

set non_clock_inputs [all_inputs -no_clocks]
set_input_delay [expr $clk_period * $clk_io_pct] -clock clk0 $non_clock_inputs
set_output_delay [expr $clk_period * $clk_io_pct] -clock clk0 [all_outputs]
==> impl_metrics.env <==
# flow metrics
export IMPL_status="finished with violations"
export IMPL_violations="antenna violations"
export IMPL_rows=416
export IMPL_finalHoldViolCount=0
export IMPL_total_power_mw=0.488
export IMPL_ios=13
export IMPL_clkSinkCount=8354
export IMPL_drtPass1Iterations=7
export IMPL_swShare_pct=19.8
export IMPL_grt_pass1_wl_mm=1990
export IMPL_coreArea_um2=1280000
export IMPL_relSlewSlack_pct=0.582
export IMPL_rsz0062_at_grt="false"
export IMPL_yosys_area_top_type="edfxtp_1"
export IMPL_grt_usage_pct=23.9
export IMPL_cts_buffer_depth=5
export IMPL_vdd_drop_max_mv=0.00110
export IMPL_switching_power_mw=0.0968
export IMPL_cts_root_buf="clkbuf_16"
export IMPL_hold_end="display.pixel_state[1]"
export IMPL_area_growth_pct=14.2
export IMPL_yosys_warnings=3
export IMPL_fillCellCount=118000
export IMPL_clk_latency_ns=1.20
export IMPL_clockPowerShare_pct=45.9
export IMPL_slew_viol_final=0
export IMPL_synth_area_per_cell_um2=19.5
export IMPL_ctsResizeCount=0
export IMPL_cp_cell_sequence="nand2b_1 -> nor2_2 -> buf_4"
export IMPL_yosys_cells=19800
export IMPL_cpPeakStageDelay_ns=0.47
export IMPL_cpMaxStageDelayCell="edfxtp_1"
export IMPL_grt_overflow_total=0
export IMPL_setup_slack_ns=715.84
export IMPL_floorplan_core_util_pct=30.1
export IMPL_hold_ws_ns=0.328
export IMPL_path_clk_slew_ns=0.06
export IMPL_holdPathStages=0
export IMPL_grt_max_degree=157
export IMPL_critPathCaptureType="flop"
export IMPL_hp_start="display.pixel_state[2]"
export IMPL_synth_main_ff_cell="edfxtp_1"
export IMPL_drt_iter0_drc=18100
export IMPL_wire_per_inst_um=37.4
export IMPL_ys_flops=8354
export IMPL_setup_viol=0
export IMPL_criticalPathCategory="flop to flop"
export IMPL_drive_above_1_share_pct=32.6
export IMPL_p_leak_nw=124
export IMPL_ys_types=83
export IMPL_ys_seq_share_pct=64.8
export IMPL_top_area_share_pct=64.7
export IMPL_r2r_end="display.pixelmemvalue[7]"
export IMPL_cts_tree="done"
export IMPL_reg2reg_slack_ns=715.84
export IMPL_grt_pass1_vias=249000
export IMPL_synth_area_um2=387000
export IMPL_edf_count=8342
export IMPL_gp_congestion=0.968
export IMPL_cts_max_level=6
export IMPL_cp_max_fo=13
export IMPL_crit_path_start_kind="flop"
export IMPL_area_leaders="edfxtp_1 65%, mux4_2 23%, mux2i_1 2.2%"
export IMPL_rr_worst_depth=3
export IMPL_setup_tns_ns=0
export IMPL_powerDensity_nw_per_um2=1.11
export IMPL_die_h_mm=1.14
export IMPL_hold_path_class="flop to flop"
export IMPL_via_count=229000
export IMPL_post_dp_hpwl_mm=965
export IMPL_yosysChipArea_um2=387000
export IMPL_maxCapViolCount=0
export IMPL_arrival_ns=2.57
export IMPL_drt_wl_total_mm=1460
export IMPL_finClkSkew_ns=0.108
export IMPL_power_frac_seq_pct=54.1
export IMPL_cts_made_buffers=895
export IMPL_r2r_start="display.state[2]"
export IMPL_cts_hold_buffers=0
export IMPL_p_int_mw=0.391
export IMPL_portBuffers=12
export IMPL_synthArstFlopShare_pct=0
export IMPL_dieArea_um2=1290000
export IMPL_worstMarginPinSlew_ns=1.48
export IMPL_drt_vias_per_instance=5.88
export IMPL_cts_setup_buffers=0
export IMPL_drc_errors=0
export IMPL_synthCells=19800
export IMPL_worst_ep_required_time_ns=718.41
export IMPL_post_place_ws_ns=715.94
export IMPL_ant_nets=1
export IMPL_combPwrFrac_pct=0
export IMPL_antenna_found_initial=183
export IMPL_tool_warnings=98
export IMPL_die_w_mm=1.14
how the worst max path moves through the flow:
stage / from / end / slack (ns)
CTS: display.state[2] / display.pixelmemvalue[7] / 715.83
global route: display.state[2] / display.pixelmemvalue[7] / 715.77
finish: display.state[2] / display.pixelmemvalue[7] / 715.84
cells by family (layout without fill, tap and decap cells):
kind of cell / Yosys count / count (layout) / share of synthesized area (%)
AND/OR/NAND/NOR: 2236 / 2236 / 2.54
XOR/XNOR: 71 / 71 / 0.161
AND-OR/OR-AND: 2552 / 2552 / 4.80
buffers and inverters: 1762 / 3336 / 2.43
flip-flops: 8354 / 8354 / 64.8
other: 1 / 366 / 0.000969
adder cells (fa/ha/maj): 13 / 13 / 0.0420
multiplexers: 4841 / 4841 / 25.2
Yosys cell counts (137+ instances only):
cell and n:
a22oi_1 895, nand4_1 234, mux4_2 3927, clkbuf_1 783
nand2_1 338, o221ai_1 324, buf_6 184, o22ai_1 237
o21ai_0 197, nor3_1 137, buf_2 414, buf_4 223
mux2i_1 856, nor2_1 1242, edfxtp_1 8342, a21oi_1 269
critical path, delay by kind of cell, from the launching register on:
kind / cells / cell delay (ns)
buffers and inverters: 1 / 0.37
DFF: 1 / 0.47
and+or+nand+nor: 2 / 0.50
state kept, by name, summed over array words and instances, names as in the netlist, 4 cells and up:
| name | count |
|---|---|
| btnBounceCounter | 33 |
| display.bitNumber | 4 |
| display.commandIndex | 5 |
| display.counter | 33 |
| display.dataToSend | 8 |
| display.pixelmemvalue | 8 |
| display.porta_addr | 10 |
| display.portb_addr | 10 |
| display.portb_din | 8 |
| display.screenBufferRAM.dout_a | 8 |
| display.screenBufferRAM.dout_b | 8 |
| display.screenBufferRAM.mem | 8192 |
| x | 7 |
| y | 6 |
power groups by stage:
stage     Sequential (mW)  Clock, mW  Combinational (mW)
4_1_cts             0.264      0.226           0.0000559
6_report            0.264      0.224           0.0000554
5_1_grt             0.264      0.234           0.0000568
layout make-up:
class / count / area, um^2 / area share (%)
sequential: 8354 / 251000 / 56.7
multi-input combinational: 9720 / 128000 / 28.9
clock buffer: 1119 / 23500 / 5.32
tap: 17100 / 21400 / 4.85
timing repair buffer: 1703 / 13500 / 3.06
clock inverter: 467 / 4060 / 0.918
antenna: 359 / 898 / 0.203
inverter: 47 / 206 / 0.0467
placed cells by master, fill, tap and decap left out, types with 21 or more instances in the layout:
master | Yosys | layout
edfxtp_1 | 8342 | 8342
clkbuf_1 | 783 | 210
diode_2 | 0 | 359
nor2_1 | 1242 | 1215
a22oi_1 | 895 | 895
a211oi_1 | 46 | 46
xor2_1 | 34 | 34
o21ai_0 | 197 | 190
mux2_2 | 58 | 58
mux4_2 | 3927 | 3927
a22o_1 | 110 | 110
a221oi_1 | 132 | 132
and2_1 | 31 | 28
nor3_1 | 137 | 129
a21oi_1 | 269 | 268
inv_1 | 38 | 41
buf_4 | 223 | 1636
o311ai_0 | 26 | 22
nand2b_1 | 28 | 21
clkinv_1 | 7 | 213
a31oi_1 | 75 | 70
o221ai_1 | 324 | 324
nand3_1 | 99 | 98
clkinv_2 | 0 | 132
xnor2_1 | 37 | 37
bufinv_16 | 0 | 66
nand4_1 | 234 | 234
buf_12 | 1 | 55
nand2_4 | 0 | 32
clkbuf_16 | 0 | 905
o211ai_1 | 53 | 53
nor4_1 | 26 | 22
o22ai_1 | 237 | 237
nand2_1 | 338 | 304
mux2i_1 | 856 | 856
layer usage:
layer | vias up | wire, um | GRT usage (%)
li1 | 88600 | - | -
met1 | 116000 | 397000 | 21.6
met2 | 19700 | 630000 | 32.4
met3 | 3823 | 314000 | 23.4
met4 | 321 | 103000 | 14.3
met5 | - | 11600 | 8.95
metrics by stage:
stage               instance area (um^2)  instances  utilization (%)
global placement                  413000      37000             32.2
floorplan                         387000      19800                -
global route                      441000      38700             34.4
finish                            442000      38900             34.4
CTS                               441000      38500             34.3
detailed placement                413000      37000             32.2
Power figures rest on the tool's default switching activity, not on a simulated workload.
